[./config.mk]
export PLATFORM = sky130hd
export DESIGN_NAME = cache_data_ram
export DESIGN_NICKNAME = cache_data_ram
export VERILOG_FILES = /design/flow/design.v
export SDC_FILE = /design/flow/constraint.sdc
export NUM_CORES = 4
export LEC_CHECK = 1
export CORE_UTILIZATION = 50
[./run.sh]
#!/bin/bash
# OpenROAD 26Q1-2900-gdf79404cd8, Yosys 0.63+post, stock flow scripts
make -C /OpenROAD-flow-scripts/flow DESIGN_CONFIG=/design/flow/config.mk WORK_HOME=/design/flow/orfs finish
[./design.v]
function integer myclog2;
	input integer value;
	begin
		value = value-1;
		for (myclog2=0; value>0; myclog2=myclog2+1)
			value = value>>1;
	end
endfunction
module block_ram(input wire			clk,
		 input wire [addr_bits - 1:0]	read_addr,
		 output wire [data_bits - 1:0]	read_data,
		 input wire			wr_en,
		 input wire [addr_bits - 1:0]	write_addr,
		 input wire [data_bits - 1:0]	write_data);
parameter data_bits = 8;
parameter nr_entries = 32;
localparam addr_bits = myclog2(nr_entries);
reg [data_bits - 1:0]	mem[nr_entries - 1:0];
reg [data_bits - 1:0] 	q = {data_bits{1'b0}};
reg [data_bits - 1:0] 	bypass_data = {data_bits{1'b0}};
reg			bypass = 1'b0;
integer i;
initial begin
	for (i = 0; i < nr_entries; i = i + 1)
		mem[i] = {data_bits{1'b0}};
end
always @(posedge clk) begin
	if (wr_en)
		mem[write_addr] <= write_data;
	q <= mem[read_addr];
	bypass <= wr_en && read_addr == write_addr;
	bypass_data <= write_data;
end
assign read_data = bypass ? bypass_data : q;
endmodule
module cache_data_ram(input wire			clk,
		      input wire [addr_bits - 1:0]	read_addr,
		      output wire [31:0]		read_data,
		      input wire			wr_en,
		      input wire [addr_bits - 1:0]	write_addr,
		      input wire [31:0]			write_data,
		      input wire [3:0]			bytesel);
parameter nr_entries = 32;
localparam addr_bits = myclog2(nr_entries);
genvar		m;
wire [7:0] q [3:0];
generate
for (m = 0; m < 4; m = m + 1) begin: cache_ram
	block_ram	#(.data_bits(8),
			  .nr_entries(nr_entries))
			bram(.clk(clk),
			     .read_addr(read_addr),
			     .read_data(q[m]),
			     .wr_en(bytesel[m] && wr_en),
			     .write_addr(write_addr),
			     .write_data(write_data[((m + 1) * 8) - 1:m * 8]));
end
endgenerate
assign read_data = {q[3], q[2], q[1], q[0]};
endmodule
[./constraint.sdc]
current_design cache_data_ram

set clk_period 4.7
set clk_io_pct 0.2

create_clock -name clk0 -period $clk_period [get_ports {clk}]

set non_clock_inputs [all_inputs -no_clocks]
set_input_delay [expr $clk_period * $clk_io_pct] -clock clk0 $non_clock_inputs
set_output_delay [expr $clk_period * $clk_io_pct] -clock clk0 [all_outputs]
==> ci_impl_report.md <==
## Implementation flow summary

| Metric | Value |
|---|---|
| CP bufs+invs | 1 |
| Max FO, Critical Path | 8 |
| WL/cell | 25.5 µm |
| Setup Buffers After CTS | 0 |
| Root Driver | clkbuf_16 |
| Post-synthesis cell count | 2492 |
| CTS Hold Bufs | 0 |
| Leak | 16.6 nW |
| Synth Area per Inst | 17.0 µm² |
| Clk pwr share | 0.408 |
| CP startpoint kind | register |
| Max Clock Freq | 325 MHz |
| Vias | 22000 |
| Clk latency of the worst-skew pair | 0.66 ns |
| YS warnings | 2 |
| Vias in the first global route | 23200 |
| Final worst path period share | 0.655 |
| Most used logic cell in the final layout | edfxtp_1 |
| Initial antenna violation count | 2 |
| Combinational power share | 0.055 |
| WP data required | 3.76 ns |
| DIE WIDTH | 293 µm |
| Most frequent cells in the layout | edfxtp_1 (1024), mux2i_1 (512), nand2_1 (134), nor2_1 (134), clkbuf_16 (112) |
| Final core utilization | 0.572 |
| Hold Path Class | reg2reg |
| Starting DRT DRC Count | 1276 |
| Vias per inst | 5.68 |
| Cell area after layout | 47900 µm² |
| Reg power frac | 0.538 |
| Global-route wire length before repair | 147 mm |
| Routability Congestion | 0.838 |
| Worst-Margin Slew | 0.897 ns |
| CTS buffer count | 110 |
| Yosys chip area | 42300 µm² |
| Post-route ant nets | 0 |
| CP max-delay cell | dfxtp_1 |
| Worst vdd ir | 0.000388 V |
| Hold Crit Start | cache_ram[0].bram.mem[24][0]$_DFFE_PP_ |
| Internal | 0.0159 W |
| Global Route Usage Sum | 0.261 |
| Clock sink total | 1092 |
| RSZ-0062 raised after global routing | no |
| Post-synthesis cell area | 42300 µm² |
| WP data arrival | 2.14 ns |
| First drt pass iteration count | 5 |
| Grt total ovfl | 0 |
| Hold Vio Cnt, Final | 0 |
| Crit end category | output pin |
| Finish-stage setup viols | 0 |
| Max Buffers Root-to-Sink | 3 |
| Initial core utilization | 0.505 |
| R2R Setup Slk | 3.15 ns |
| CP Cell Sequence | mux2_2 > clkdlybuf4s50_1 |
| Total die size | 85700 µm² |
| RR Startpoint | cache_ram[1].bram.mem[7][0]$_DFFE_PP_ |
| CTS tree | done |
| Yosys reg bits | 1092 |
| Fin. max-slew vios | 0 |
| Final min period | 3.08 ns |
| Post-DP HPWL | 59.6 mm |
| Placed Instance Area | 44500 µm² |
| PortBufs | 79 |
| Total of max-cap violations | 0 |
| Outcome | finished clean |
| Worst-path clk slew | 0.06 ns |
| Ratio of cells with drive above 1 in the final layout | 0.106 |
| DRC viols | 0 |
| Layout area overhead | 13.2% |
| Final Skew | 0.0160 ns |
| Power per cell area | 419 nW/µm² |
| Vert. Die Dim | 293 µm |
| Hold path endpoint | cache_ram[0].bram.q[0]$_DFF_P_ |
| NetSw | 0.00418 W |
| H-tree Lvls | 3 |
| Worst path top cell family by delay | flip-flops |
| Post-CTS Resized | 0 |
| OpenROAD warning count | 29 |
| Setup tns final | 0 ns |
| FF-to-FF End | cache_ram[1].bram.q[0]$_DFF_P_ |
| Sw frac | 0.208 |
| Yosys cell count | 2492 |
| Slowest stage delay, CP | 0.68 ns |
| Cells on worst reg2reg path | 5 |
| # IOs | 80 |
| Setup Crit Path Kind | reg2out |
| Slew headroom | 0.400 |
| Core box area | 83700 µm² |
| Drt total wl | 98.5 mm |
| WHS Path Cells | 4 |
| Synth Seq Share | 0.760 |
| Largest net degree at the start of global routing | 129 |
| Core Rows | 106 |
| Distinct lib cells used | 28 |
==> state kept, by name, summed over array words and instances, names as in the netlist <==
name,cells
cache_ram.bram.bypass,4
cache_ram.bram.mem,1024
cache_ram.bram.q,32
cache_ram.bram.bypass_data,32
==> worst max path at each step <==
stage	from	to	slack [ns]	depth (start not counted)
final	cache_ram[2].bram.bypass$_DFF_P_	read_data[17]	1.62	2
after CTS	cache_ram[2].bram.bypass$_DFF_P_	read_data[17]	1.54	2
after global routing	write_addr[0]	cache_ram[0].bram.mem[1][0]$_DFFE_PP_	1.42	4
==> cell families (layout without fill, tap and decap cells) <==
logic type	count (synthesis)	count (layout)	synth area share
xor gates and xnor gates	5	5	0.00104
buffers and inverters	148	382	0.0213
muxes	544	544	0.130
AOI/OAI and AO/OA	288	288	0.0464
DFF	1092	1092	0.760
other	0	2	0
and+or+nand+nor	415	415	0.0418
==> routing by layer <==
| layer | GRT usage | vias to the layer above | wire (µm) | share of wire |
|---|---|---|---|---|
| met5 | 0 | - | 23 | 0.00023 |
| met4 | 0.0562 | 4 | 2610 | 0.027 |
| met3 | 0.156 | 150 | 13200 | 0.13 |
| met2 | 0.380 | 944 | 46500 | 0.47 |
| met1 | 0.369 | 10900 | 36200 | 0.37 |
| li1 | - | 9995 | - | - |
==> through the flow <==
stage,std cells,power (W),setup WS [ns],hold WS (ns)
final,3862,0.0200,1.62,0.607
after global routing,3860,0.0207,1.42,0.650
after CTS,3860,0.0202,1.54,0.605
after detailed placement,3655,0.0121,0.996,0.588
after global placement,3655,0.0121,1.08,0.584
after floorplan,2492,0.0115,2.24,0.552
==> cells in the mapped netlist, drive strengths merged <==
master  number  share of area
a21oi       96          0.011
a22o        64          0.013
a22oi       96          0.017
a31oi       32         0.0047
and2         2        0.00030
and3         1        0.00015
and3b        2        0.00041
buf         92          0.016
clkbuf      56         0.0052
dfxtp       68          0.032
edfxtp    1024           0.73
mux2        32         0.0085
mux2i      512           0.12
nand2      134          0.012
nand2b       2        0.00030
nand3       97          0.011
nor2       135          0.012
nor2b        4        0.00059
nor3        34         0.0040
nor3b        3        0.00053
or2          1        0.00015
xnor2        2        0.00041
xor2         3        0.00062
==> power by group through the flow <==
stage / Sequential [W] / Clock, W / Combinational, W
after CTS: 0.0108 / 0.00833 / 0.00111
after global routing: 0.0108 / 0.00869 / 0.00119
final: 0.0108 / 0.00817 / 0.00109
==> area by class of cell <==
class	instances	area [µm²]
antenna	2	5.00
clock buffer	150	3000
clock inverter	55	397
fill	6229	35800
multi-input combinational	1252	9290
sequential	1092	32100
tap	1134	1420
timing repair buffer	177	1640
==> worst min-delay path, delay by kind of cell, from the launching register on <==
| family | cells | cell delay [ns] |
|---|---|---|
| flops | 1 | 0.32 |
| simple gates | 3 | 0.19 |
| mux | 1 | 0.06 |
Power is estimated from default activity; no workload was simulated.
