==> ./design.v <==
function integer myclog2;
	input integer value;
	begin
		value = value-1;
		for (myclog2=0; value>0; myclog2=myclog2+1)
			value = value>>1;
	end
endfunction
module cs_gen(input wire [29:0]	bus_addr,
	      output wire	cs);
parameter	address = 32'h00000000;
parameter	size = 32'h00000000;
localparam	cs_mask_bits = 32 - myclog2(size);
localparam	cs_mask = {{cs_mask_bits{1'b1}}, {32 - cs_mask_bits - 2{1'b0}}};
assign		cs = (bus_addr & cs_mask) == address[31:2];
endmodule
module keynsham_timer(input wire	clk,
		      input wire	rst,
		      input wire	bus_access,
		      input wire	timer_cs,
		      input wire [1:0]	reg_sel,
		      input wire [31:0]	bus_wr_val,
		      input wire	bus_wr_en,
		      input wire [3:0]	bus_bytesel,
		      output reg	bus_error,
		      output reg	bus_ack,
		      output reg [31:0]	bus_data,
		      output wire	irq_out);
reg [31:0]	reload_val = 32'hffffffff;
reg [31:0]	count = 32'hffffffff;
reg		periodic = 1'b0;
reg		enabled = 1'b0;
reg		irq_enable = 1'b0;
reg		irq_active = 1'b0;
wire [31:0]	reg_count = count;
wire [31:0]	reg_reload = reload_val;
wire [31:0]	reg_control = {29'b0, irq_enable, enabled, periodic};
wire		timer_access = bus_access && timer_cs;
assign		irq_out = irq_active & irq_enable;
wire            access_count = {28'b0, reg_sel[1:0], 2'b0} == 32'h0;
wire            access_reload = {28'b0, reg_sel[1:0], 2'b0} == 32'h4;
wire            access_control = {28'b0, reg_sel[1:0], 2'b0} == 32'h8;
wire            access_eoi = {28'b0, reg_sel[1:0], 2'b0} == 32'hc;
wire		timer_complete = enabled && count == 32'b1;
initial begin
	bus_error = 1'b0;
	bus_ack = 1'b0;
	bus_data = 32'b0;
end
always @(*) begin
        if (access_count)
	        bus_data = reg_count;
        else if (access_reload)
	        bus_data = reg_reload;
        else if (access_control)
	        bus_data = reg_control;
        else
                bus_data = 32'b0;
end
always @(posedge clk) begin
	if (enabled) begin
		if (|count && !periodic && enabled)
			count <= count - 32'b1;
		else if (~|count && periodic && enabled)
			count <= reload_val;
		else if (periodic && enabled)
			count <= count - 32'b1;
		if (timer_complete && irq_enable)
			irq_active <= 1'b1;
	end
	if (rst) begin
		reload_val <= 32'hffffffff;
		count <= 32'hffffffff;
		periodic <= 1'b0;
		enabled <= 1'b0;
		irq_enable <= 1'b0;
		irq_active <= 1'b0;
	end else if (timer_access && bus_wr_en) begin
                if (access_reload) begin
			reload_val <= bus_wr_val;
			count <= bus_wr_val;
		end
                if (access_control)
		        {irq_enable, enabled, periodic} <= bus_wr_val[2:0];
		if (access_eoi)
			irq_active <= 1'b0;
	end
end
always @(posedge clk)
	bus_ack <= timer_access;
endmodule
module keynsham_timer_block(input wire			clk,
			    input wire			rst,
			    input wire			bus_access,
			    output wire			bus_cs,
			    input wire [29:0]		bus_addr,
			    input wire [31:0]		bus_wr_val,
			    input wire			bus_wr_en,
			    input wire [3:0]		bus_bytesel,
			    output wire			bus_error,
			    output wire			bus_ack,
			    output wire [31:0]		bus_data,
			    output wire [nr_timers - 1:0] irqs);
parameter	bus_address = 32'h0;
parameter	bus_size = 32'h0;
parameter	nr_timers = 4;
localparam	tbits = myclog2(nr_timers) - 1;
wire [tbits:0]	timer_sel = bus_addr[tbits + 2:2];
wire [tbits:0]	reg_sel = bus_addr[tbits:0];
wire [31:0]	timer_data[nr_timers - 1:0];
wire [nr_timers - 1:0] timer_ack;
wire [nr_timers - 1:0] timer_error;
wire [31:0]	data = timer_data[timer_sel];
assign		bus_ack = |timer_ack;
assign		bus_error = |timer_error;
assign		bus_data = timer_ack[timer_sel] ? data : 32'b0;
genvar		i;
cs_gen		#(.address(bus_address), .size(bus_size))
		d_cs_gen(.bus_addr(bus_addr), .cs(bus_cs));
generate
	for (i = 0; i < nr_timers; i = i + 1) begin: timers
		keynsham_timer	timer(.clk(clk),
				      .rst(rst),
				      .bus_access(bus_access),
				      .timer_cs(bus_cs & i[tbits:0] == timer_sel),
				      .reg_sel(reg_sel),
				      .bus_wr_val(bus_wr_val),
				      .bus_wr_en(bus_wr_en),
				      .bus_bytesel(bus_bytesel),
				      .bus_error(timer_error[i]),
				      .bus_ack(timer_ack[i]),
				      .bus_data(timer_data[i]),
				      .irq_out(irqs[i]));
	end
endgenerate
endmodule
==> ./run.sh <==
#!/bin/bash
# OpenROAD 26Q1-2900-gdf79404cd8, Yosys 0.63+post, stock flow scripts
make -C /OpenROAD-flow-scripts/flow DESIGN_CONFIG=/design/flow/config.mk WORK_HOME=/design/flow/orfs finish
==> ./config.mk <==
export PLATFORM = sky130hd
export DESIGN_NAME = keynsham_timer_block
export DESIGN_NICKNAME = keynsham_timer_block
export VERILOG_FILES = /design/flow/design.v
export SDC_FILE = /design/flow/constraint.sdc
export NUM_CORES = 4
export LEC_CHECK = 1
export CORE_UTILIZATION = 30
==> ./constraint.sdc <==
current_design keynsham_timer_block

set clk_period 6.9
set clk_io_pct 0.2

create_clock -name clk0 -period $clk_period [get_ports {clk}]

set non_clock_inputs [all_inputs -no_clocks]
set_input_delay [expr $clk_period * $clk_io_pct] -clock clk0 $non_clock_inputs
set_output_delay [expr $clk_period * $clk_io_pct] -clock clk0 [all_outputs]
==> metrics.cfg <==
[run_status]
outcome=finished clean

[sta]
layout_worst_path_cycle_share_pct=86.5
setup_viol=0
setup_tns_ns=0
rsz_0062_raised_after_global_routing=false
final.setup.worst_slack_ns=0.935
finalMaxSlewViolations=0
finClkSkew_ns=0.0218
max_freq_ghz=0.168
worst_pin_slew_ns=0.907
slew-limit-headroom_pct=39.0
hold-worst-slack_ns=0.460
layout_min_cycle_time_ns=5.97
finalHoldViolCount=0

[setup_path]
worstSetupEndpointType=primary output
timing_worst_setup_path_type=in -> out
timing.critical_path.from_type=primary input
crit_arrival_ns=4.59
cp_slowest_stage_delay_ns=0.83
cp_slowest_cell=sky130_fd_sc_hd__clkdlybuf4s50_1
worst_path_fanout_max=23
family_with_the_most_delay_on_the_worst_path=buffers and inverters
critical_path.cell_chain=clkdlybuf4s50_1, buf_4, nor2b_4, buf_4, a221oi_1, nor3_1, clkdlybuf4s50_1
worst_ep_required_time_ns=5.52
cp.buffers_inverters=4

[clocking]
tritoncts=built
root_buffer=sky130_fd_sc_hd__clkbuf_16
cts.repair_timing.setup_buffer_count=0
cts_num_sinks=276
cts_max_level=2
cts.repair.resized=0
insertion_delay_ns=0.56
ctsHoldBuffers=0
cts_inserted_buffers=34
cts.path.max_buffers=3
clkTransAtPathRegs_ns=0.06

[drt]
route.antenna.diode_count=0
viasPerCell=5.69
wl_per_cell_um=21.4
drt_pass1_iterations=5
num_vias=14400
drc_errors=0
totalWireLength_um=54300
detail_route_antenna_nets=0
drc_violation_total_after_the_first_tritonroute_iteration=1676

[logic_synthesis]
synth_cell_type_count=75
yosys_cells=1848
postSynthAreaPerCell_um2=8.04
fraction_of_registers_with_async_set_or_reset_after_synthesis_pct=0
count_of_library_flops_with_an_enable_pin=0
yosys.stat.chipArea_mm2=0.0149
synth.cell_area_mm2=0.0149
ys_flops=276
synthesis.yosys.warnings=2
postSynthCellCount=1848
ys_seq_share_pct=37.2
synthFlopType=sky130_fd_sc_hd__dfxtp_1

[grt]
first_global_vias=13100
overflow=0
number_of_antenna_violations_at_the_first_check_in_global_routing=0
track_usage_pct=21.8
grt_first_pass_wirelength_um=82700
maximum_number_of_pins_on_one_net_before_global_route_repair=146

[final_layout]
final_layout_size_suffix_gt1_share_pct=15.7
final_cells=2536
lay_top_cells=sky130_fd_sc_hd__dfxtp_1, sky130_fd_sc_hd__nand2_1, sky130_fd_sc_hd__or2_2
num-fill-cells=5008
layout_top_cell=sky130_fd_sc_hd__dfxtp_1
synthToLayoutAreaGrowth_pct=16.5

[floorplan]
fp.dieH_um=224
placeableCoreArea_mm2=0.0488
floorplan.core_util_pct=30.4
fp.dieArea_mm2=0.0504
num_rows=81
io-pin-count=109
fp.dieW_um=224

[place]
place.detailed.instances=2474
place_hpwl_um=38100
buffer_ports.inserted=70
place_congestion=0.989
dp_worst_setup_slack_ns=0.939

[run]
warnings=68
cap_violations=0

[power]
ir_worst_vdd_v=0.000147
power_density_relative_to_cell_area_mw_per_mm2=215
power.leakage_nw=5.70

[worst_hold_path]
timing.hold.worst.class=reg -> reg

-- flip-flops by register name, summed over array words and instances, names as in the netlist --
| signal | count |
|---|---|
| timers.timer.bus_ack | 4 |
| timers.timer.count | 128 |
| timers.timer.enabled | 4 |
| timers.timer.irq_active | 4 |
| timers.timer.irq_enable | 4 |
| timers.timer.periodic | 4 |
| timers.timer.reload_val | 128 |
-- synthesized netlist by cell type, types with 6 or more instances --
| master | instances | area, µm² |
|---|---|---|
| sky130_fd_sc_hd__and2_1 | 19 | 119 |
| sky130_fd_sc_hd__nand4b_1 | 6 | 52.6 |
| sky130_fd_sc_hd__ha_1 | 8 | 100 |
| sky130_fd_sc_hd__and3_1 | 25 | 156 |
| sky130_fd_sc_hd__a21o_1 | 7 | 52.6 |
| sky130_fd_sc_hd__nand3_1 | 83 | 415 |
| sky130_fd_sc_hd__dfxtp_1 | 276 | 5530 |
| sky130_fd_sc_hd__a22o_1 | 29 | 254 |
| sky130_fd_sc_hd__a22oi_1 | 9 | 67.6 |
| sky130_fd_sc_hd__nor2b_1 | 12 | 75.1 |
| sky130_fd_sc_hd__mux2i_1 | 31 | 310 |
| sky130_fd_sc_hd__nand2_1 | 158 | 593 |
| sky130_fd_sc_hd__clkbuf_1 | 125 | 469 |
| sky130_fd_sc_hd__nor3_1 | 95 | 475 |
| sky130_fd_sc_hd__a221o_1 | 19 | 190 |
| sky130_fd_sc_hd__o41ai_1 | 6 | 52.6 |
| sky130_fd_sc_hd__o21ai_1 | 6 | 30.0 |
| sky130_fd_sc_hd__nor4_1 | 47 | 294 |
| sky130_fd_sc_hd__buf_2 | 11 | 55.1 |
| sky130_fd_sc_hd__or4_1 | 22 | 165 |
| sky130_fd_sc_hd__mux2_2 | 38 | 428 |
| sky130_fd_sc_hd__nand4_1 | 40 | 250 |
| sky130_fd_sc_hd__o21ai_0 | 108 | 541 |
| sky130_fd_sc_hd__a31oi_1 | 21 | 131 |
| sky130_fd_sc_hd__inv_1 | 52 | 195 |
| sky130_fd_sc_hd__or3_1 | 18 | 113 |
| sky130_fd_sc_hd__a2111oi_0 | 9 | 78.8 |
| sky130_fd_sc_hd__nand3b_1 | 10 | 75.1 |
| sky130_fd_sc_hd__a21oi_1 | 105 | 526 |
| sky130_fd_sc_hd__o32ai_1 | 7 | 61.3 |
| sky130_fd_sc_hd__buf_1 | 13 | 48.8 |
| sky130_fd_sc_hd__o31ai_1 | 19 | 143 |
| sky130_fd_sc_hd__or2_2 | 136 | 851 |
| sky130_fd_sc_hd__nor2_1 | 85 | 319 |
| sky130_fd_sc_hd__a221oi_1 | 62 | 543 |
| sky130_fd_sc_hd__a211o_1 | 9 | 78.8 |
| sky130_fd_sc_hd__o211ai_1 | 22 | 165 |
| sky130_fd_sc_hd__nor3b_1 | 6 | 45.0 |
| sky130_fd_sc_hd__a211oi_1 | 12 | 90.1 |
-- cells by family after synthesis --
| family | Yosys count | share of synthesized area, % |
|---|---|---|
| adders and majority gates | 8 | 0.674 |
| and+or+nand+nor | 778 | 27.9 |
| muxes | 69 | 4.97 |
| AOI/OAI and AO/OA | 498 | 23.1 |
| other | 1 | 0.0253 |
| xor gates and xnor gates | 10 | 0.590 |
| DFF | 276 | 37.2 |
| buffers and inverters | 208 | 5.53 |
-- final cells by class --
cell class                 count  area [µm²]  area share (%)
multi-input combinational   1367        8540            49.4
sequential                   276        5530            31.9
timing repair buffer         114        1060            6.13
clock buffer                  52        1040            6.00
tap                          664         831            4.80
inverter                      53         199            1.15
clock inverter                10        98.8           0.572
-- final timing paths --
| path | from | end | slack (ns) | cells after the start |
|---|---|---|---|---|
| worst max-delay path | bus_addr[0] | bus_data[3] | 0.93 | 7 |
| worst min-delay path | timers[2].timer.irq_active | timers[2].timer.irq_active | 0.46 | 2 |
| worst max register to register | timers[2].timer.count[0] | timers[2].timer.count[15] | 3.34 | 8 |
| worst min register to register | timers[2].timer.irq_active | timers[2].timer.irq_active | 0.46 | 2 |
-- worst min-delay path, stage by stage, from the launching register on --
cell and delay (ns):
sky130_fd_sc_hd__dfxtp_1 0.32, sky130_fd_sc_hd__a21oi_1 0.04, sky130_fd_sc_hd__nor2_1 0.07
-- layer usage --
layer	share of wire [%]	vias up	track usage [%]
met5	0	-	0
met4	5.4	0	9.85
met3	7.0	105	3.95
met2	42	578	30.7
met1	45	6828	32.9
li1	-	6930	-
-- metrics by stage --
stage	util [%]	cell area, µm²	power, mW
final	35.4	17300	3.71
after global routing	35.4	17300	3.82
after floorplan	-	14900	1.78
after detailed placement	33.1	16200	1.92
after global placement	33.1	16200	1.92
after CTS	35.4	17300	3.74
-- power by group --
| group | leakage, nW | total [mW] | switching [mW] | internal, mW |
|---|---|---|---|---|
| clock network | 0.558 | 1.82 | 0.740 | 1.08 |
| logic | 2.91 | 0.270 | 0.159 | 0.111 |
| registers | 2.24 | 1.62 | 0.0175 | 1.60 |
| total | 5.70 | 3.71 | 0.916 | 2.80 |
No activity file was given, so power comes from the tool's default toggle rates.
